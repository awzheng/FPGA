$ cat /design/flow/run.sh
#!/bin/bash
# OpenROAD 26Q1-2900-gdf79404cd8, Yosys 0.63+post, stock flow scripts
make -C /OpenROAD-flow-scripts/flow DESIGN_CONFIG=/design/flow/config.mk WORK_HOME=/design/flow/orfs finish
$ cat /design/flow/config.mk
export PLATFORM = sky130hd
export DESIGN_NAME = segment7_mux
export DESIGN_NICKNAME = segment7_mux
export VERILOG_FILES = /design/flow/design.v
export SDC_FILE = /design/flow/constraint.sdc
export NUM_CORES = 4
export LEC_CHECK = 1
export CORE_AREA = 10 10 70 70
export DIE_AREA = 0 0 80 80
$ cat /design/flow/constraint.sdc
current_design segment7_mux

set clk_period 1.6
set clk_io_pct 0.2

create_clock -name clk0 -period $clk_period [get_ports {clk}]

set non_clock_inputs [all_inputs -no_clocks]
set_input_delay [expr $clk_period * $clk_io_pct] -clock clk0 $non_clock_inputs
set_output_delay [expr $clk_period * $clk_io_pct] -clock clk0 [all_outputs]
$ cat /design/flow/design.v
module segment7_mux (
   input clk,
	input [6:0] din2, din1,
	output [6:0] dout,
	output dig2, dig1
	);
	wire toggle;
	wire [6:0] dout_mux;
 	wire [6:0] dout_temp;
	reg  [31:0] count;
  	always@(posedge clk)
  	begin 
 			count <= count + 1;
	end 	
	assign toggle = count[10];
	assign dig1 = ~(toggle);
	assign dig2 = toggle;
	assign	dout_mux[0] = (toggle == 1'b1) ? din2[0] : din1[0];
	assign	dout_mux[1] = (toggle == 1'b1) ? din2[1] : din1[1];
	assign	dout_mux[2] = (toggle == 1'b1) ? din2[2] : din1[2];
	assign	dout_mux[3] = (toggle == 1'b1) ? din2[3] : din1[3];
	assign	dout_mux[4] = (toggle == 1'b1) ? din2[4] : din1[4];
	assign	dout_mux[5] = (toggle == 1'b1) ? din2[5] : din1[5];
	assign	dout_mux[6] = (toggle == 1'b1) ? din2[6] : din1[6];
	assign	dout_temp[0] = (dout_mux[0] == 1'b1) ? 1'b1:1'b0;
	assign	dout_temp[1] = (dout_mux[1] == 1'b1) ? 1'bz:1'b0;  
	assign	dout_temp[2] = (dout_mux[2] == 1'b1) ? 1'b1:1'b0; 
	assign	dout_temp[3] = (dout_mux[3] == 1'b1) ? 1'b1:1'b0; 
	assign	dout_temp[4] = (dout_mux[4] == 1'b1) ? 1'b1:1'b0; 
	assign	dout_temp[5] = (dout_mux[5] == 1'b1) ? 1'bz:1'b0;  
	assign	dout_temp[6] = (dout_mux[6] == 1'b1) ? 1'bz:1'b0;  
	assign dout = dout_temp;
endmodule
==> load_flow_metrics.sql <==
-- generated from flow reports
INSERT INTO impl_metrics (metric_group, metric, value, unit) VALUES
('routing', 'drcViolationCount', '0', ''),
('clock_network', 'clock_path_buffers', '2', ''),
('synthesis', 'synth_chip_area', '478', 'µm²'),
('grt', 'grt-ovfl-total', '0', ''),
('cells_and_area', 'syn2layout_area_growth', '44.8', '%'),
('worst_setup_path', 'start_kind', 'input pin', ''),
('cells_and_area', 'registers_with_the_most_flip_flops', 'count x11', ''),
('clock_network', 'insertion_delay', '260', 'ps'),
('synthesis', 'synth_async_sr_flop_share', '0', ''),
('worst_setup_path', 'r2r_cells', '4', ''),
('synthesis', 'synth-edff-count', '0', ''),
('pwr', 'sw_frac_of_total', '0.187', ''),
('grt', 'globalRoute.busiestLayer', 'met1', ''),
('pwr', 'clockPowerShare', '0.375', ''),
('clock_network', 'ctsHoldBuffers', '0', ''),
('worst_setup_path', 'cp-end-kind', 'output pin', ''),
('final_timing', 'finalMaxSlewViolations', '0', ''),
('place', 'worst_setup_timing_slack_at_the_placement_stage', '-141', 'ps'),
('synthesis', 'yosys_register_bits', '11', ''),
('hold_path', 'worst_hold_path.num_cells', '1', ''),
('clock_network', 'tritoncts.num_buffers', '3', ''),
('pwr', 'pwr-share-comb', '0.063', ''),
('pwr', 'power.sequential.fraction', '0.562', ''),
('grt', 'grt_use_met3', '0.0261', ''),
('final_timing', 'hold_violations', '0', ''),
('worst_setup_path', 'crit_buf_inv', '2', ''),
('worst_setup_path', 'crit_type', 'in2out', ''),
('synthesis', 'avgSynthCellArea', '10.4', 'µm²'),
('synthesis', 'synth.top_cells.by_count', 'sky130_fd_sc_hd__dfxtp_1, sky130_fd_sc_hd__xnor2_1, sky130_fd_sc_hd__inv_1, sky130_fd_sc_hd__mux2_2, sky130_fd_sc_hd__xor2_1', ''),
('final_timing', 'finalClockPeriodUsage', '0.969', ''),
('place', 'gp_routability_congestion', '0.774', ''),
('final_timing', 'setup_slack', '49.2', 'ps'),
('cells_and_area', 'layout.filler_cells', '381', ''),
('pwr', 'total_leakage_power', '0.264', 'nW'),
('synthesis', 'ys_warn_count', '4', ''),
('pwr', 'power.density', '699', 'nW/µm²'),
('status', 'run_status', 'finished, final reports clean', ''),
('grt', 'track_usage', '0.0301', ''),
('final_timing', 'final-setup-viol-count', '0', ''),
('floorplan', 'placeableCoreArea', '3420', 'µm²'),
('routing', 'drt_iter0_markers', '8', ''),
('worst_setup_path', 'critical_path_peak_fanout', '1', ''),
('grt', 'gr-usage-met1', '0.0407', ''),
('worst_setup_path', 'top_cell_family_by_delay_on_the_critical_path', 'buffers and inverters', ''),
('job', 'max_cap_viol_count', '0', ''),
('routing', 'ant_nets', '0', ''),
('grt', 'first_global_vias', '332', ''),
('pwr', 'final_total_power', '0.484', 'mW'),
('worst_setup_path', 'critical-path-max-stage-delay', '400', 'ps'),
('clock_network', 'numClockSinks', '11', ''),
('routing', 'post_drt_via_cell_ratio', '3.07', ''),
('clock_network', 'cts_root_buf', 'sky130_fd_sc_hd__clkbuf_4', ''),
('worst_setup_path', 'timing.critical_path.cells', 'clkdlybuf4s50_1 -> mux2_2 -> dlygate4sd2_1', ''),
('worst_setup_path', 'crit_arrival', '1230', 'ps'),
('routing', 'insertedDiodeCount', '0', ''),
('final_timing', 'clock-skew-final', '0.865', 'ps'),
('clock_network', 'cts.htree.levels', '1', ''),
('worst_setup_path', 'required', '1280', 'ps'),
('grt', 'grt_start_max_net_pins', '7', ''),
('worst_setup_path', 'crit_slowest_cell', 'sky130_fd_sc_hd__clkdlybuf4s50_1', ''),
('floorplan', 'chip_height', '80', 'µm'),
('place', 'number_of_placed_cells_counting_well_taps', '105', ''),
('cells_and_area', 'layout-drive-gt1-share', '0.188', ''),
('floorplan', 'dieArea', '6400', 'µm²'),
('cells_and_area', 'stdcell_count', '110', ''),
('cells_and_area', 'most_flop_heavy_register', 'count', ''),
('hold_path', 'hp-class', 'reg2reg', ''),
('final_timing', 'layout_min_cycle_time', '1550', 'ps'),
('grt', 'grt_first_pass_wirelength', '1550', 'µm'),
('routing', 'first_pass_iters', '2', ''),
('final_timing', 'rsz0062_at_grt', 'false', '');
## repair_timing
item,in CTS,in global routing
endpoints found under the setup margin,4,0
setup buffers,1,0
gates resized,8,0
## worst register-to-register path, cell delays in order (launching register included)
cell and delay, ps:
sky130_fd_sc_hd__dfxtp_1 350, sky130_fd_sc_hd__ha_1 220, sky130_fd_sc_hd__nand2_1 150, sky130_fd_sc_hd__nor3_1 230, sky130_fd_sc_hd__xor2_1 150
## cell usage in the layout, fill, tap and decap left out
cell type	instances
sky130_fd_sc_hd__xnor2_1	5
sky130_fd_sc_hd__nand3_2	1
sky130_fd_sc_hd__nand2_1	3
sky130_fd_sc_hd__dfxtp_4	1
sky130_fd_sc_hd__dlygate4sd2_1	5
sky130_fd_sc_hd__inv_1	3
sky130_fd_sc_hd__dfxtp_1	10
sky130_fd_sc_hd__nor3_1	3
sky130_fd_sc_hd__nand3_1	3
sky130_fd_sc_hd__clkbuf_1	1
sky130_fd_sc_hd__clkdlybuf4s50_1	9
sky130_fd_sc_hd__clkbuf_4	3
sky130_fd_sc_hd__mux2_2	4
sky130_fd_sc_hd__nor2_1	2
sky130_fd_sc_hd__xor2_1	4
sky130_fd_sc_hd__inv_2	1
sky130_fd_sc_hd__conb_1	3
sky130_fd_sc_hd__nor4_4	1
sky130_fd_sc_hd__ha_1	1
sky130_fd_sc_hd__buf_4	1
## layout make-up
| cell class | count | area (µm²) | share of cell area |
|---|---|---|---|
| clock buffers | 4 | 26.3 | 0.0380 |
| inverters | 4 | 15.0 | 0.0217 |
| multi-input cells | 30 | 228 | 0.329 |
| flip-flops and latches | 11 | 224 | 0.324 |
| well taps | 46 | 57.6 | 0.0832 |
| repair buffers | 15 | 141 | 0.204 |
## per-stage QoR
| stage | setup TNS, ps | area (µm²) | util |
|---|---|---|---|
| global placement | -549 | 661 | 0.193 |
| CTS | 0 | 692 | 0.203 |
| detailed placement | -525 | 661 | 0.193 |
| finish | 0 | 692 | 0.203 |
| floorplan | 0 | 485 | - |
| global route | 0 | 692 | 0.203 |
## worst paths after layout
check / start / end / slack, ps
setup / recovery: din1[2] / dout[2] / 50
hold reg to reg: count[0] / count[0] / 400
hold / removal: count[0] / count[0] / 400
setup reg to reg: count[0] / count[8] / 430
## power groups by stage
stage	clock [mW]	sequential (mW)	combinational (mW)
CTS	0.190	0.272	0.0320
global route	0.203	0.272	0.0342
finish	0.181	0.272	0.0306
## metal layers
metal / vias to the layer above / part of all wire
met5: - / 0
met4: 0 / 0
met3: 0 / 0.15
met2: 18 / 0.33
met1: 137 / 0.52
li1: 183 / -
## logic make-up (layout without fill, tap and decap cells)
group,Yosys count,in the layout,share of synthesized area
XOR/XNOR,9,9,0.165
adder cells (fa/ha/maj),1,1,0.0262
buffers and inverters,7,23,0.0785
flip-flops,11,11,0.461
multiplexers,4,4,0.0942
other,1,3,0.00785
AND/OR/NAND/NOR,13,13,0.168
No activity file was given, so power comes from the tool's default toggle rates.
