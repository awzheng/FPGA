### run.sh
#!/bin/bash
# OpenROAD 26Q1-2900-gdf79404cd8, Yosys 0.63+post, stock flow scripts
make -C /OpenROAD-flow-scripts/flow DESIGN_CONFIG=/design/flow/config.mk WORK_HOME=/design/flow/orfs finish
### config.mk
export PLATFORM = sky130hd
export DESIGN_NAME = SevenSegment
export DESIGN_NICKNAME = SevenSegment
export VERILOG_FILES = /design/flow/design.v
export SDC_FILE = /design/flow/constraint.sdc
export NUM_CORES = 4
export LEC_CHECK = 1
export CORE_AREA = 10 10 70 70
export DIE_AREA = 0 0 80 80
### constraint.sdc
current_design SevenSegment

set clk_period 1.9
set clk_io_pct 0.2

create_clock -name clk0 -period $clk_period

set non_clock_inputs [all_inputs -no_clocks]
set_input_delay [expr $clk_period * $clk_io_pct] -clock clk0 $non_clock_inputs
set_output_delay [expr $clk_period * $clk_io_pct] -clock clk0 [all_outputs]
### design.v
module SevenSegment (
   input [3:0] hex,   		 
   output[6:0] sevenseg    
); 
		assign sevenseg = (hex == 4'b0000) ? 7'b0111111 :
								(hex == 4'b0001) ? 7'b0000110 :
								(hex == 4'b0010) ? 7'b1011011 :
								(hex == 4'b0011) ? 7'b1001111 :
								(hex == 4'b0100) ? 7'b1100110 :
								(hex == 4'b0101) ? 7'b1101101 :
								(hex == 4'b0110) ? 7'b1111101 :
								(hex == 4'b0111) ? 7'b0000111 :
								(hex == 4'b1000) ? 7'b1111111 :
								(hex == 4'b1001) ? 7'b1101111 :
								(hex == 4'b1010) ? 7'b1110111 :
								(hex == 4'b1011) ? 7'b1111100 :
								(hex == 4'b1100) ? 7'b1011000 :
								(hex == 4'b1101) ? 7'b1011110 :
								(hex == 4'b1110) ? 7'b1111001 :
								(hex == 4'b1111) ? 7'b1110001 :
														 7'b0000000 ;  
endmodule 
==> flow_summary.toml <==
# generated from flow reports
[outcome]
status = "completed"

[timing]
finalHoldViolations = 0
slew_headroom = 0.841
setup_viol = 0
min_period_ns = 1.66
holdWs_ns = 1.20
drv_slew = 0
finalCritPeriodShare = 0.872
rsz0062_at_grt = "no"
tightest_slew_ns = 0.237
timing.fmax_ghz = 0.604

[yosys]
ys_chip_area_sq_um = 194
ys_types = 22
yosys.area.top_type_share = 0.116
yosys_warnings = 0
ys_cells = 30
syn_area_per_cell_sq_um = 6.46
yosysTopAreaCell = "buf_6"
synth_seq_share = 0
syn_inst = 30
syn_area_sq_um = 194
area_leaders = "buf_6 (12%), nor2_1 (9.7%), a311oi_1 (9.0%)"

[floorplanning]
fp.coreArea_sq_um = 3420
io_pins = 11
die-area_sq_um = 6400
fp_util = 0.0568
die_width_microns = 80
fp-row-count = 21
die_y_microns = 80

[critical_path]
cp_common_cell = "buf_4"
slowest_delay_ns = 0.23
crit_slowest_cell = "dlygate4sd2_1"
cp_top_family = "buffers and inverters"
crit_cells = 5
setup.worst_path.start_class = "input port"
cp.required_ns = 1.52
worst-path-buf-inv = 3
path_class = "input port to primary output"
endpoint_kind = "primary output"
path_max_fanout = 5
arrival_ns = 1.28
path_cells = "buf_4, buf_4, and3_1, a311oi_2, dlygate4sd2_1"

[placed_design]
placed_area_sq_um = 389
hpwl_microns = 617
io_buffers = 11
gp_congestion = 0.636

[detailed_routing]
drt_iter0_drc = 30
antennaDiodeCount = 0
wl_per_cell_microns = 7.86
dr.pass1.iters = 2
drt.antenna.violating_nets = 0
vias = 250
drt-total-wl_microns = 715
drc = 0
vias_per_cell = 2.75

[worst_hold_path]
whs_endpoint = "sevenseg[0]"
hp-class = "input port to primary output"
hold_path_depth = 3
worstHoldStart = "hex[1]"

[power]
vdd_drop_max_uv = 34.2
p_per_area_nw_per_um2 = 190
power_mw = 0.0734
p_leak_nw = 0.171

[final_layout]
final_core_util = 0.113
flops = 0
stdcell_area_sq_um = 387
flop_area_sq_um = 0
num-clock-buffers = 0
num-fill-cells = 413
drive_gt1_frac = 0.378
area_growth_pct = 99.4

[global_routing]
grt-ovfl-total = 0
grt.total_usage = 0.0205
grt_pass1_vias = 247
grt_max_degree = 9
antenna_found_initial = 0
grt_pass1_wl_mm = 1.08

[clocking]
post_cts_buffers = 0

[flow_run]
warnings = 32
cap_violations = 0
==> cells in the final DEF, fill, tap and decap left out, types with 2 or more instances in the layout <==
cell type and instances:
dlymetal6s2s_1 4, nor2_1 5, buf_2 2, a21oi_1 2, buf_4 10, dlygate4sd2_1 3
==> cells by family after synthesis <==
logic type                 share of synthesized area
AOI/OAI and AO/OA                              0.323
xor gates and xnor gates                      0.0903
adders and majority gates                     0.0581
buffers and inverters                          0.239
muxes                                         0.0516
and+or+nand+nor                                0.239
==> routing by layer <==
layer,global-route usage,routed length [microns],share of wire
met5,0,0,0
met4,0,0,0
met3,0.00568,51,0.071
met2,0.0329,327,0.46
met1,0.0283,336,0.47
==> worst max path at each step <==
stage     slack [ns]  startpoint           to
4_1_cts        0.007      hex[2]  sevenseg[2]
5_1_grt         0.15      hex[2]  sevenseg[1]
6_report        0.24      hex[2]  sevenseg[3]
==> power by group <==
part,switching [mW],leakage [nW],internal (mW),total (mW)
logic,0.0301,0.171,0.0433,0.0734
registers,0,0,0,0
clock network,0,0,0,0
==> cells in the mapped netlist, drive strengths merged <==
cell and count:
nand2b 1, xor2 1, inv 3, nand2 1
a31oi 1, nor2b 1, nor3 1, a21oi 3
a311oi 2, nor2 5, maj3 1, o32a 1
xnor2 1, buf 4, mux2i 1, o21ai 2
and3 1
==> cell type report <==
type,instances,area [sq um],area share
Timing Repair Buffer,19,161,0.417
Inverter,3,13.8,0.0356
Multi-Input combinational cell,23,154,0.398
Tap cell,46,57.6,0.149
==> metrics by stage <==
| stage | instances | setup slack [ns] | TNS (ns) |
|---|---|---|---|
| global placement | 91 | -0.581 | -3.26 |
| CTS | 91 | 0.00665 | 0 |
| global route | 91 | 0.151 | 0 |
| floorplan | 30 | 0.571 | 0 |
| detailed placement | 91 | -0.591 | -3.33 |
| finish | 91 | 0.243 | 0 |
==> repair_timing <==
item,in CTS,in global routing
setup endpoints to repair,7,4
hold buffers,0,0
pin swaps,1,1
endpoints found under the hold margin,0,0
resized,25,4
No activity file was given, so power comes from the tool's default toggle rates.
